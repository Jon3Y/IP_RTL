===== design/flow/design.v =====
module cmp(
    input clk,
    input rst_n,
    input in_vld,
    input direction,
    input signed [15:0] din,
    output signed [15:0] dout
);
parameter DATA_MIN = 16'h8000;
wire signed [15:0] cmp0;
wire signed [15:0] cmp1;
reg signed [15:0] dmax;
reg signed [15:0] dmin;
assign cmp0 = (!direction)?din:dmin;
assign cmp1 = (!direction)?dmax:din;
assign dout = (!direction)?dmin:dmax;        
always @(posedge clk or negedge rst_n) begin
    if (!rst_n) begin
        dmax <= DATA_MIN;
        dmin <= DATA_MIN;
    end
    else if (in_vld) begin
        if(cmp0 > cmp1) begin
            dmax <= cmp0;
            dmin <= cmp1;
        end
        else begin
            dmax <= cmp1;
            dmin <= cmp0;
        end
    end
end
endmodule
module data_sort(
    input clk,
    input rst_n,
    input in_vld,
    input signed [15:0] din,
    output signed [15:0] dout,
    output out_vld
);
parameter DATA_MIN = 16'h8000;
reg [4:0] cnt;
wire in_vld_rise;
reg in_vld_d;
wire direction;
wire cmp_en;
reg temp;
assign in_vld_rise = in_vld & (!in_vld_d); 
assign out_vld = temp; 
assign direction = temp; 
assign cmp_en = in_vld | temp; 
always @(posedge clk or negedge rst_n) begin
    if (!rst_n) begin
        in_vld_d <= 1'b0;
    end
    else begin
        in_vld_d <= in_vld;
    end
end
always @(posedge clk or negedge rst_n) begin
    if (!rst_n) begin
        cnt <= 1'b0;
    end
    else if (in_vld_rise) begin
        cnt <= 1'b1;
    end
    else if (cnt != 0) begin
        cnt <= cnt + 1'b1;
    end
end
always @(posedge clk or negedge rst_n) begin
    if (!rst_n) begin
        temp <= 1'b0;
    end
    else if (cnt[4]) begin
        temp <= 1'b1;
    end
    else begin
        temp <= temp;
    end
end
wire signed [15:0] cmp_in [0:7];
wire signed [15:0] cmp_out [0:7];
assign dout = (temp)?cmp_out[0]:DATA_MIN; 
assign cmp_in[0] = (!direction)?din:cmp_out[1];
assign cmp_in[7] = (!direction)?cmp_out[6]:DATA_MIN;
generate
    genvar i;
    for (i=1;i<7;i=i+1) begin : cmp_inout
        assign cmp_in[i] = (!direction)?cmp_out[i-1]:cmp_out[i+1];
    end
endgenerate
generate
    genvar j;
    for (j=0;j<8;j=j+1) begin : cmp_instance
        cmp u_cmp(
            .clk(clk),
            .rst_n(rst_n),
            .in_vld(cmp_en),
            .direction(direction),
            .din(cmp_in[j]),
            .dout(cmp_out[j])
        );
    end
endgenerate
endmodule

===== design/flow/run.sh =====
#!/bin/bash
# OpenROAD 26Q1-2900-gdf79404cd8, Yosys 0.63+post, stock flow scripts
make -C /OpenROAD-flow-scripts/flow DESIGN_CONFIG=/design/flow/config.mk WORK_HOME=/design/flow/orfs finish

===== design/flow/config.mk =====
export PLATFORM = sky130hd
export DESIGN_NAME = data_sort
export DESIGN_NICKNAME = data_sort
export VERILOG_FILES = /design/flow/design.v
export SDC_FILE = /design/flow/constraint.sdc
export NUM_CORES = 4
export LEC_CHECK = 1
export CORE_UTILIZATION = 50

===== design/flow/constraint.sdc =====
current_design data_sort

set clk_period 62.3
set clk_io_pct 0.2

create_clock -name clk0 -period $clk_period [get_ports {clk}]

set non_clock_inputs [all_inputs -no_clocks]
set_input_delay [expr $clk_period * $clk_io_pct] -clock clk0 $non_clock_inputs
set_output_delay [expr $clk_period * $clk_io_pct] -clock clk0 [all_outputs]

==> impl_metrics.tcl <==
# implementation run metrics
set metrics [dict create \
    enable_flop_cells 0 \
    worst_hold_path_type "flop to flop" \
    number_of_iterations_in_the_first_detailed_routing_pass 6 \
    stdcell_count 2569 \
    vias_in_the_first_global_route 14300 \
    tritoncts.num_buffers 34 \
    grt.overflow.total 0 \
    htreeDepth 2 \
    io_buffer_count 35 \
    top_reg_cell_synth "sky130_fd_sc_hd__dfrtp_1" \
    globalplace.congestion 0.855 \
    critPathMaxStageDelay_ns 0.77 \
    postLayoutCellArea_sq_mm 0.0207 \
    cts_tree "built" \
    cts_setup_buffers 0 \
    floorplan.initialDensity_pct 50.7 \
    pin_count 36 \
    synth_cells 2076 \
    synthArstFlopShare_pct 100 \
    arrival_ns 2.69 \
    synthTopCellsByArea "sky130_fd_sc_hd__dfrtp_1 33%, sky130_fd_sc_hd__mux2_2 11%, sky130_fd_sc_hd__ha_1 8.6%" \
    layout-drive-gt1-share_pct 18.9 \
    max-clock-path-buffers 3 \
    postSynthRegisterBits 263 \
    worstPathMaxFanout 58 \
    post_cts_hold_buffer_count 0 \
    timing.setup.critical_path_class "flop to primary output" \
    dp_slack_ns 46.69 \
    die-area_sq_mm 0.0388 \
    path_clk_slew_ns 0.06 \
    placeableCoreArea_sq_mm 0.0375 \
    synth.cell_area_sq_mm 0.0190 \
    drt_iter0_drc 884 \
    yosys.cell_types.count 77 \
    postCtsResizedCells 0 \
    grt_first_pass_wirelength_um 77400 \
    final_period_minus_worst_setup_slack_ns 15.15 \
    maxSlewHeadroom_pct 34.9 \
    busiest_layer "met1" \
    stage_log_warnings 30 \
    globalRouteMet3Util_pct 5.08 \
    drt_wl_total_um 46500 \
    skew_ns 0.0126 \
    grt_use_met1_pct 43.3 \
    drc 0 \
    drt-wirelength-per-cell_um 18.1 \
    use_met2_pct 35.6 \
    yosysChipArea_sq_mm 0.0190 \
    synthDominantCellAreaShare_pct 32.5 \
    setup.worst_path.start_class "flop" \
    tightestPinTransition_ns 0.977 \
    dieWidth_um 197 \
    via_count 15000 \
    layout_worst_path_cycle_share_pct 24.3 \
    ys_seq_share_pct 34.8 \
    detailed_place_hpwl_um 31100 \
    grt_setup_unrepaired "no" \
    detail_route.vias_per_cell 5.85 \
    area_delta_synth_final_pct 8.74 \
    grt_use_total_pct 25.6 \
    critical_path.cell_chain "buf_4, and2_1, clkdlybuf4s50_1" \
    timing_hold_violations_final 0 \
    numClockSinks 263 \
    grt_start_max_net_pins 141 \
    layout_setup_ws_ns 47.15 \
    filler_cell_count 3323 \
    ant_nets 0 \
    max_freq_mhz 66.0 \
    setup-tns-final_ns 0 \
    detail_route.antenna_diodes 0 \
    detailed_place.area_sq_mm 0.0195 \
    clk-insertion-delay-late_ns 0.52 \
    report.final.setup_viol 0 \
    timing_max_transition_violations_final 0 \
    post-place-cells 2508 \
    status "finished clean" \
    max_cap_violations 0 \
    crit_path_top_delay_cell "sky130_fd_sc_hd__dfrtp_4" \
    crit_path_end_kind "primary output" \
    row_count 71 \
    root_buffer "sky130_fd_sc_hd__clkbuf_16" \
    synth.yosys.warnings 2 \
    die.size.y_um 197 \
    synthesis.area_per_instance_sq_um 9.15 \
    antenna_violations_before_repair 0 \
    yosys.area.top_type "sky130_fd_sc_hd__dfrtp_1" \
    synth_stat.cells 2076 \
    timing.critical_path.required_ns 49.84 \
]
layout by cell type (no fill, tap or decap), drive strengths merged, types with 21 or more instances in the layout:
master / synthesis / layout
inv: 77 / 78
buf: 60 / 34
mux2: 190 / 190
a21o: 26 / 26
nor2: 150 / 150
clkdlybuf4s50: 0 / 34
nor2b: 26 / 26
a21oi: 100 / 100
o21ai: 272 / 272
nand2: 251 / 251
mux2i: 115 / 115
clkbuf: 87 / 57
nor3: 21 / 21
nand3: 21 / 21
nand4: 29 / 29
dfrtp: 247 / 247
ha: 130 / 130
final cells by class:
class / instances / area, sq um / area share [%]
Inverter: 78 / 293 / 1.42
Clock inverter: 4 / 48.8 / 0.236
Timing Repair Buffer: 68 / 628 / 3.04
Multi-Input combinational cell: 1588 / 11400 / 55.0
Sequential cell: 263 / 6610 / 32.0
Tap cell: 511 / 639 / 3.10
Clock buffer: 57 / 1070 / 5.19
synthesized netlist by cell type, drive strengths merged (6+ instances only):
library cell and number:
dfrtp 247, o211ai 11, o221a 16, or2 6, clkbuf 87, nor3 21, nor2b 26, a211oi 17
a31o 14, a221o 17, o21a 20, o2bb2ai 14, and2 17, nand2b 16, inv 77, or3 17
nand2 251, buf 60, a21oi 100, dfstp 16, ha 130, nand3 21, nand4 29, a22o 16
a21o 26, o21ai 272, mux2i 115, o311ai 16, mux2 190, o221ai 15, nor2 150
metrics by stage:
stage / hold WS (ns) / util [%]
CTS: 0.476 / 55.1
global placement: 0.466 / 52.1
finish: 0.475 / 55.1
detailed placement: 0.465 / 52.1
global route: 0.488 / 55.1
floorplan: 0.447 / -
state kept, by name, indices dropped and copies added, names as in the netlist:
| register | count |
|---|---|
| in_vld_d | 1 |
| temp | 1 |
| cnt | 5 |
| cmp_instance.u_cmp.dmax | 128 |
| cmp_instance.u_cmp.dmin | 128 |
critical path: cells and delay by family (launching register included):
family        cells  cell delay (ns)
flops             1             0.77
buf+inv           2             1.11
simple gates      1             0.26
cells by family (layout without fill, tap and decap cells):
logic type	after synthesis	in the layout	synth area share [%]
buffers and inverters	225	207	5.49
xor gates and xnor gates	4	4	0.184
and+or+nand+nor	566	566	14.1
DFF	263	263	34.8
AOI/OAI and AO/OA	583	583	19.6
muxes	305	305	17.3
adders and majority gates	130	130	8.56
layer usage:
| layer | share of wire, % | up-vias |
|---|---|---|
| met5 | 0 | - |
| met2 | 42 | 272 |
| met3 | 5.5 | 45 |
| met4 | 1.4 | 0 |
| met1 | 51 | 7289 |
| li1 | - | 7416 |
final timing paths:
check / slack, ns / cells past startpoint / endpoint / startpoint
worst max-delay path: 47.15 / 3 / dout[2] / temp
worst min-delay path: 0.47 / 2 / cmp_instance[3].u_cmp.dmax[15] / cmp_instance[3].u_cmp.dmax[15]
worst max register to register: 56.11 / 13 / cmp_instance[5].u_cmp.dmax[8] / temp
worst min register to register: 0.47 / 2 / cmp_instance[3].u_cmp.dmax[15] / cmp_instance[3].u_cmp.dmax[15]
max in group asynchronous: 48.29 / 4 / cmp_instance[7].u_cmp.dmax[15] / rst_n
min in group asynchronous: 11.90 / 1 / cmp_instance[7].u_cmp.dmin[13] / rst_n
