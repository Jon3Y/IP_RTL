File: /design/flow/config.mk
export PLATFORM = sky130hd
export DESIGN_NAME = async_fifo
export DESIGN_NICKNAME = async_fifo
export VERILOG_FILES = /design/flow/design.v
export SDC_FILE = /design/flow/constraint.sdc
export NUM_CORES = 4
export LEC_CHECK = 1
export CORE_UTILIZATION = 30
File: /design/flow/constraint.sdc
current_design async_fifo

set clk_period 12.8
set clk_io_pct 0.2

create_clock -name clk0 -period $clk_period [get_ports {rdclk}]
create_clock -name clk1 -period $clk_period [get_ports {wrclk}]

set non_clock_inputs [all_inputs -no_clocks]
set_input_delay [expr $clk_period * $clk_io_pct] -clock clk0 $non_clock_inputs
set_output_delay [expr $clk_period * $clk_io_pct] -clock clk0 [all_outputs]
File: /design/flow/design.v
module DPRAM #(
    parameter WIDTH = 32,
    parameter DEPTH = 16,
    parameter ADDR = 4
)
(
    input wrclk,
    input rdclk,
    input wr_en,
    input rd_en,
    input  [ADDR-1:0] wr_addr,
    input  [ADDR-1:0] rd_addr,
    input  [WIDTH-1:0] wr_data,
    output reg [WIDTH-1:0] rd_data
);
reg [WIDTH-1:0] dpram[0:DEPTH-1];
always @(posedge wrclk) begin
    if (wr_en) begin
        dpram[wr_addr] <= wr_data;
    end
end
always @(posedge rdclk) begin
    if (rd_en) begin
        rd_data <= dpram[rd_addr];
    end
end
endmodule
 module async_fifo #(
    parameter WIDTH = 32,
    parameter PTR = 4
)
(
    input wrclk,
    input wr_rst_n,
    input wr_en,
    input [WIDTH-1:0] wr_data,
    input rdclk,
    input rd_rst_n,
    input rd_en,
    output reg [WIDTH-1:0] rd_data,
    output reg wr_full,
    output reg rd_empty
);
reg [PTR:0] wr_ptr;
always @(posedge wrclk or negedge wr_rst_n) begin
    if (!wr_rst_n) begin
        wr_ptr <= 'b0;
    end
    else if (wr_en && (!wr_full)) begin
        wr_ptr <= wr_ptr + 1'b1;
    end
    else begin
        wr_ptr <= wr_ptr;
    end
end
reg [PTR:0] wr_ptr_gray;
always @(posedge wrclk or negedge wr_rst_n) begin
    if (!wr_rst_n) begin
        wr_ptr_gray <= 'b0;
    end
    else begin
        wr_ptr_gray <= {wr_ptr[PTR],(wr_ptr[PTR-1:1]^wr_ptr[PTR-2:0])};
    end
end
reg [PTR:0] wr_ptr_gray_f1;
reg [PTR:0] wr_ptr_gray_f2;
always @(posedge rdclk or negedge rd_rst_n) begin
    if (!rd_rst_n) begin
        wr_ptr_gray_f1 <= 'b0;
        wr_ptr_gray_f2 <= 'b0;
    end
    else begin
        wr_ptr_gray_f1 <= wr_ptr_gray;
        wr_ptr_gray_f2 <= wr_ptr_gray_f1;
    end
end
integer i;
reg [PTR:0] wr_ptr_rd;
always @(*) begin
    wr_ptr_rd[PTR] = wr_ptr_gray_f2[PTR];
    for (i = PTR-1; i >= 0; i = i - 1) begin
        wr_ptr_rd[i] = wr_ptr_rd[i+1]^wr_ptr_gray_f2[i];
    end
end
reg [PTR:0] rd_ptr;
always @(posedge rdclk or negedge rd_rst_n) begin
    if (!rd_rst_n) begin
        rd_ptr <= 'b0;
    end
    else if (rd_en && (!rd_empty)) begin
        rd_ptr <= rd_ptr + 1'b1;
    end
    else begin
        rd_ptr <= rd_ptr;
    end
end
reg [PTR:0] rd_ptr_gray;
always @(posedge rdclk or negedge rd_rst_n) begin
    if (!rd_rst_n) begin
        rd_ptr_gray <= 'b0;
    end
    else begin
        rd_ptr_gray <= {rd_ptr[PTR],(rd_ptr[PTR-1:1]^rd_ptr[PTR-2:0])};
    end
end
reg [PTR:0] rd_ptr_gray_f1;
reg [PTR:0] rd_ptr_gray_f2;
always @(posedge wrclk or negedge wr_rst_n) begin
    if (!wr_rst_n) begin
        rd_ptr_gray_f1 <= 'b0;
        rd_ptr_gray_f2 <= 'b0;
    end
    else begin
        rd_ptr_gray_f1 <= rd_ptr_gray;
        rd_ptr_gray_f2 <= rd_ptr_gray_f1;
    end
end
integer j;
reg [PTR:0] rd_ptr_wr;
always @(*) begin
    rd_ptr_wr[PTR] = rd_ptr_gray_f2[PTR];
    for (j = PTR-1; j >= 0; j = j - 1) begin
        rd_ptr_wr[j] = rd_ptr_wr[j+1]^rd_ptr_gray_f2[j];
    end
end
always @(*) begin
    if (wr_ptr_rd == rd_ptr) begin
        rd_empty = 1'b1;
    end
    else begin
        rd_empty = 1'b0;
    end
end
always @(*) begin
    if ((rd_ptr_wr[PTR-1:0] == wr_ptr[PTR-1:0]) && (rd_ptr_wr[PTR] != wr_ptr[PTR])) begin
        wr_full = 1'b1;
    end
    else begin
        wr_full = 1'b0;
    end
end
wire push;
wire pop;
wire [PTR-1:0] wr_addr;
wire [PTR-1:0] rd_addr;
assign push = (wr_en && !wr_full)?1'b1:1'b0;
assign pop = (rd_en && !rd_empty)?1'b1:1'b0;
assign wr_addr = wr_ptr[PTR-1:0];
assign rd_addr = rd_ptr[PTR-1:0];
DPRAM #(
    .WIDTH(32),
    .DEPTH(16),
    .ADDR(4)
)
u_DPRAM
(
    .wrclk(wrclk),
    .rdclk(rdclk),
    .wr_en(push),
    .rd_en(pop),
    .wr_addr(wr_addr),
    .rd_addr(rd_addr),
    .wr_data(wr_data),
    .rd_data(rd_data)
);
endmodule
File: /design/flow/run.sh
#!/bin/bash
# OpenROAD 26Q1-2900-gdf79404cd8, Yosys 0.63+post, stock flow scripts
make -C /OpenROAD-flow-scripts/flow DESIGN_CONFIG=/design/flow/config.mk WORK_HOME=/design/flow/orfs finish
==> impl_metrics.env <==
# source this file to load flow results
export IMPL_port_buffers=70
export IMPL_tritoncts="yes"
export IMPL_cts_clk_slew_worst_paths_ns=0.08
export IMPL_power_switching_uw=1510
export IMPL_drt_wl_total_um=44100
export IMPL_critPathCapture="rd_empty"
export IMPL_startpoint="rd_ptr[3]"
export IMPL_mux_area_frac=0.167
export IMPL_xor_area_frac=0.00662
export IMPL_p_int_uw=4080
export IMPL_hold_slack_ns=0.0801
export IMPL_synthArstFlopShare=0.0588
export IMPL_first_pass_iters=4
export IMPL_clockPowerShare=0.299
export IMPL_ys_seq_share=0.790
export IMPL_tightest_slew_ns=0.762
export IMPL_syn_inst=874
export IMPL_flop_cell="edfxtp_1"
export IMPL_setup_viol_count_final=0
export IMPL_gp_congestion=0.784
export IMPL_crit_path_start_kind="flip-flop"
export IMPL_grtUsageTotal=0.133
export IMPL_r2r_end="u_DPRAM.rd_data[5]"
export IMPL_synth_distinct_cells=37
export IMPL_relSlewSlack=0.490
export IMPL_layout_top_cell="edfxtp_1"
export IMPL_diodes=0
export IMPL_top_logic_kind="multiplexers"
export IMPL_routedWlPerCell_um=22.2
export IMPL_synthSimpleGateAreaFrac=0.0113
export IMPL_dpl_hpwl_um=24700
export IMPL_clock_sinks=578
export IMPL_ant_nets=0
export IMPL_edf_count=544
export IMPL_worstSetupEndpointType="output pin"
export IMPL_outcome="complete, no violations"
export IMPL_r2r_start="rd_ptr[0]"
export IMPL_num_vias=9409
export IMPL_ctsResizeCount=0
export IMPL_cts_setup_buffers=0
export IMPL_die_width_um=271
export IMPL_drc=0
export IMPL_p_per_area_nw_per_um2=219
export IMPL_worstSetupPathType="reg -> out"
export IMPL_warning_count=32
export IMPL_fin_worst_skew_ns=0.0264
export IMPL_drt_iter0_drc=483
export IMPL_p_leak_uw=0.00805
export IMPL_crit_path_max_fanout=36
export IMPL_final_layout_size_suffix_gt1_frac=0.282
export IMPL_rsz0062_at_grt="false"
export IMPL_rows=98
export IMPL_grt_pass1_wl_um=67600
export IMPL_seqCellArea_um2=17200
export IMPL_logic_area_um2=4310
export IMPL_num_io_pins=72
export IMPL_avgSynthCellArea_um2=24.9
export IMPL_cp_required_ns=10.24
export IMPL_r2r_setup_slack_ns=9.77
export IMPL_yosysWarnings=2
export IMPL_lay_top_cells="edfxtp_1, mux4_2, clkdlybuf4s50_1"
export IMPL_maxSlewViolCount=0
export IMPL_core_um2=71600
export IMPL_switching_share=0.270
export IMPL_fp_utilization=0.304
export IMPL_synthToLayoutAreaGrowth_pct=17.2
export IMPL_yosys_cells=874
export IMPL_die_h_um=271
export IMPL_grt_overflow=0
export IMPL_yosys_area_um2=21700
export IMPL_arrival_ns=2.73
export IMPL_grt_pass1_vias=10700
export IMPL_viasPerCell=4.74
export IMPL_synth_adder_area_share=0.00690
export IMPL_ys_ff=578
export IMPL_ctsHoldBuffers=0
export IMPL_finalHoldViolCount=0
export IMPL_antenna_found_initial=1
export IMPL_maxCapViolations=0
export IMPL_aoi_share=0.00558
export IMPL_hp_class="reg -> reg"
export IMPL_power_frac_comb=0.243
export IMPL_synth_area_um2=21700
export IMPL_setup_tns_ns=0
export IMPL_seqPwrFrac=0.458
export IMPL_max_vdd_ir_drop_mv=0.122
export IMPL_fillers=6473
export IMPL_r2r_cells=3
export IMPL_chip_area_um2=73600
export IMPL_grt_max_degree=69
## power by group through the flow
stage	Clock (uW)	Combinational [uW]	Sequential, uW
CTS	1720	1410	2570
global route	1790	1480	2600
finish	1670	1360	2560
## kinds of logic after synthesis
kind of cell             after synthesis
multiplexers                         162
AND-OR/OR-AND                         17
flip-flops                           578
AND/OR/NAND/NOR                       44
XOR/XNOR                              13
adder cells (fa/ha/maj)               12
buffers and inverters                 48
## final cells by class
| class | instances | area share |
|---|---|---|
| Clock inverter | 37 | 0.0125 |
| Timing Repair Buffer | 93 | 0.0348 |
| Tap cell | 950 | 0.0467 |
| Multi-Input combinational cell | 248 | 0.169 |
| Clock buffer | 71 | 0.0606 |
| Sequential cell | 578 | 0.675 |
| Inverter | 8 | 0.00118 |
## worst max-delay path, stage by stage, from the launching register on
cell and delay, ns:
dfrtp_2 0.39, buf_4 0.32, or3_1 0.45, mux2i_1 0.33, a21boi_2 0.40, clkdlybuf4s50_1 0.54
## routing by layer
layer,up-vias,part of all wire,global-route usage,wire length [um]
met1,4843,0.36,0.166,15800
met2,520,0.48,0.199,21100
met3,65,0.14,0.0896,6200
li1,3979,-,-,-
met5,-,0.00018,0,8
met4,2,0.024,0.0275,1060
## state kept, by name, summed over array words and instances (netlist names)
name / count
wr_ptr_gray_f2: 4
rd_ptr_gray_f2: 4
wr_ptr_gray_f1: 4
u_DPRAM.rd_data: 32
rd_ptr: 5
wr_ptr_gray: 4
u_DPRAM.dpram: 512
rd_ptr_gray_f1: 4
wr_ptr: 5
rd_ptr_gray: 4
## synthesized netlist by cell type (5+ instances only)
cell,instances,share of area
buf_6,11,0.0057
xor2_1,5,0.0020
edfxtp_1,544,0.75
and3_1,17,0.0049
nand2_1,8,0.0014
buf_2,8,0.0018
a21oi_1,6,0.0014
mux4_2,160,0.17
dfrtp_1,34,0.039
ha_1,12,0.0069
buf_1,8,0.0014
inv_1,8,0.0014
xnor2_1,6,0.0024
clkbuf_1,13,0.0022
## worst min-delay path by stage
stage	depth (start not counted)	endpoint	start	slack, ns
finish	0	rd_ptr_gray_f1[2]	rd_ptr_gray[2]	0.08
global route	0	rd_ptr_gray_f1[2]	rd_ptr_gray[2]	0.07
CTS	0	rd_ptr_gray_f1[2]	rd_ptr_gray[2]	0.06
## stage by stage
step / worst slack, ns / total power (uW) / cell area (um^2) / util / cells
2_1_floorplan: 8.10 / 3490 / 21700 / - / 874
3_3_place_gp: 7.87 / 3990 / 23600 / 0.330 / 1877
3_5_place_dp: 7.84 / 4000 / 23600 / 0.330 / 1877
4_1_cts: 7.47 / 5700 / 25500 / 0.356 / 1985
5_1_grt: 7.32 / 5870 / 25500 / 0.356 / 1985
6_report: 7.51 / 5590 / 25500 / 0.356 / 1985
Power and IR drop assume default switching activity.
