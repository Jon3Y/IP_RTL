==> ./design.v <==
module mat_trans (
    input clk,
    input rstn,
    input in_req,
    input in_vld,
    input out_ack,
    input wire [31:0] in_data,
    output in_ack,
    output reg out_req,
    output reg out_vld,
    output reg [31:0] out_data
);
wire buf_empty;
wire buf_full;
wire in_busy_end;                
wire mem_rd;                     
wire [5:0] raddr;                
wire [31:0] dout_mux;            
wire mem0_we;                    
wire mem0_rd;                    
wire mem1_we;                    
wire mem1_rd;                    
wire mem0_cs;                    
wire mem1_cs;                    
wire [5:0] mem0_addr;            
wire [5:0] mem1_addr;            
wire [31:0] mem0_dout;           
wire [31:0] mem1_dout;           
reg [1:0] wptr;                  
reg [1:0] rptr;                  
reg [31:0] mem_in;               
reg mem_we;                      
reg mem_we_d;                    
reg in_busy;                     
reg [5:0] waddr;                 
reg out_busy;                    
reg [5:0] rcnt;                  
reg mem_rd_d;                    
assign buf_empty = (wptr==rptr) ? 1'b1:1'b0;
assign buf_full = ((wptr[0]==rptr[0]) && (wptr[1]!=rptr[1])) ? 1'b1:1'b0;
assign in_ack = (!in_busy) & (!buf_full);                                         
assign in_busy_end = (waddr==6'd63) & (mem_we);                                   
always @(posedge clk) begin
    if (in_vld) begin
        mem_in <= in_data;
    end
end
always @(posedge clk or negedge rstn) begin
    if (!rstn) begin
        mem_we_d <= 1'b0;
    end
    else if (in_vld) begin
        mem_we_d <= 1'b1;
    end
    else begin
        mem_we_d <= 1'b0;
    end
end
always @(posedge clk or negedge rstn) begin
    if (!rstn) begin
        mem_we <= 1'b0;
    end
    else begin
        mem_we <= mem_we_d;
    end
end
always @(posedge clk or negedge rstn) begin
    if (!rstn) begin
        in_busy <= 1'b0;
    end
    else if (in_req && in_ack) begin
        in_busy <= 1'b1;
    end
    else if (in_busy_end) begin
        in_busy <= 1'b0;
    end
end
always @(posedge clk or negedge rstn) begin
    if (!rstn) begin
        waddr <= 6'b0;
    end
    else if (in_req && in_ack) begin
        waddr <= 6'b0;
    end
    else if (mem_we) begin
        waddr <= waddr + 1'b1;
    end
end
always @(posedge clk or negedge rstn) begin
    if (!rstn) begin
        wptr <= 1'b0;
    end
    else if (in_busy_end) begin
        wptr <= wptr + 1'b1;
    end
end
assign raddr = {rcnt[2:0], rcnt[5:3]};                       
assign mem_rd = out_busy;                                    
assign dout_mux = (rptr[0]) ? mem1_dout:mem0_dout;           
always @(posedge clk or negedge rstn) begin
    if (!rstn) begin
        out_busy <= 1'b0;
    end
    else if (out_req && out_ack) begin
        out_busy <= 1'b1;
    end
    else if ((mem_rd) && (rcnt==6'd63)) begin
        out_busy <= 1'b0;
    end
end
always @(posedge clk or negedge rstn) begin
    if (!rstn) begin
        rcnt <= 6'b0;
    end
    else if (out_req && out_ack) begin
        rcnt <= 6'b0;
    end
    else if (mem_rd) begin
        rcnt <= rcnt + 1'b1;
    end
end
always @(posedge clk or negedge rstn) begin
    if (!rstn) begin
        out_req <= 1'b0;
    end
    else if ((!out_req) && (!out_busy) && (!buf_empty) && (!out_vld)) begin
        out_req <= 1'b1;
    end
    else if (out_ack) begin
        out_req <= 1'b0;
    end
end
always @(posedge clk or negedge rstn) begin
    if (!rstn) begin
        mem_rd_d <= 1'b0;
    end
    else begin
        mem_rd_d <= mem_rd;
    end
end
always @(posedge clk or negedge rstn) begin
    if (!rstn) begin
        out_vld <= 1'b0;
    end
    else begin
        out_vld <= mem_rd_d;
    end
end
always @(posedge clk or negedge rstn) begin
    if (!rstn) begin
        rptr <= 1'b0;
    end
    else if ((!mem_rd_d) && (out_vld)) begin
        rptr <= rptr + 1'b1;
    end
end
always @(posedge clk) begin
    if (mem_rd_d) begin
        out_data <= dout_mux;
    end
end
assign mem0_we = mem_we & (!wptr[0]);
assign mem1_we = mem_we & (wptr[0]);
assign mem0_rd = mem_rd & (!rptr[0]);
assign mem1_rd = mem_rd & (rptr[0]);
assign mem0_cs = mem0_we | mem0_rd;
assign mem1_cs = mem1_we | mem1_rd;
assign mem0_addr = mem0_we ? waddr:raddr;
assign mem1_addr = mem1_we ? waddr:raddr;
spram u_apram0 (
    .clk(clk),
    .cs(mem0_cs),
    .we(mem0_we),
    .din(mem_in),
    .addr(mem0_addr),
    .dout(mem0_dout)
);
spram u_apram1 (
    .clk(clk),
    .cs(mem1_cs),
    .we(mem1_we),
    .din(mem_in),
    .addr(mem1_addr),
    .dout(mem1_dout)
);
endmodule
module spram (
    input clk,
    input cs,
    input we,
    input wire [31:0] din,
    input wire [5:0] addr,
    output reg [31:0] dout
);
reg [31:0] mem[0:63];
always @(posedge clk) begin
    if (cs) begin
        if (we) begin
            mem[addr] <= din;
        end
        else begin
            dout <= mem[addr];
        end
    end
end
endmodule
==> ./run.sh <==
#!/bin/bash
# OpenROAD 26Q1-2900-gdf79404cd8, Yosys 0.63+post, stock flow scripts
make -C /OpenROAD-flow-scripts/flow DESIGN_CONFIG=/design/flow/config.mk WORK_HOME=/design/flow/orfs finish
==> ./config.mk <==
export PLATFORM = sky130hd
export DESIGN_NAME = mat_trans
export DESIGN_NICKNAME = mat_trans
export VERILOG_FILES = /design/flow/design.v
export SDC_FILE = /design/flow/constraint.sdc
export NUM_CORES = 4
export LEC_CHECK = 1
export CORE_UTILIZATION = 50
==> ./constraint.sdc <==
current_design mat_trans

set clk_period 22.6
set clk_io_pct 0.2

create_clock -name clk0 -period $clk_period [get_ports {clk}]

set non_clock_inputs [all_inputs -no_clocks]
set_input_delay [expr $clk_period * $clk_io_pct] -clock clk0 $non_clock_inputs
set_output_delay [expr $clk_period * $clk_io_pct] -clock clk0 [all_outputs]
==> Slide: Implementation Results <==
Synthesis and Place & Route Summary

Timing
  – Endpoints failing setup: 0
  – RSZ-0062 raised after global routing: false
  – Fmax: 126 MHz
  – Pins Over Slew Limit: 0
  – Final worst path period need: 7.96 ns
  – TNS Setup: 0 ns
  – Hold Violations, Final: 0
  – Skew final: 0.0632 ns
  – Period utilization: 35.2%
  – Worst Max-Slew Pin Slew: 1.41 ns
  – Max-slew headroom at the worst pin: 3.66%

Clock network
  – Post-CTS setup buffer count: 0
  – # hold bufs at CTS: 0
  – Worst-Skew Late Latency: 1.01 ns
  – CTS resizes: 0
  – Clk sink count: 4247
  – CTS tree: done
  – Clk slew on worst S/H paths: 0.06 ns
  – Clock Tree Buf Depth: 4
  – Root Buffer: clkbuf_16
  – H-tree depth: 5
  – CTS Buf Count: 427

Global route
  – Vias in the first global route: 103000
  – Global Route Usage Sum: 39.3%
  – Largest net degree at the start of global routing: 93
  – First-pass GRT wire length: 777000 um
  – Initial antenna violation count: 53
  – Total gr overflow: 0

Power and ir drop
  – Psw: 7.08 mW
  – Switching portion of total power: 33.0%
  – Comb pwr share: 25.0%
  – Seq pwr share: 43.3%
  – Internal Dissipation: 14.3 mW
  – Pwr per Cell Area: 117 mW/mm^2
  – Power share of the clock group: 31.7%
  – Peak supply drop: 0.0859 mV
  – Static Leak: 57.6 nW

Critical path
  – Crit-path cells: xnor2_1 > a21oi_1 > buf_4 > clkdlybuf4s50_1
  – Setup crit end kind: output pin
  – Worst path required time: 18.08 ns
  – Max incr delay on CP: 0.82 ns
  – CP Class: reg2out
  – Reg2Reg Launch Point: mem_we
  – Critical path peak fanout: 19
  – Critical R2R Capture: u_apram1.dout[15]
  – R2R setup slack: 16.96 ns
  – R2R cell count: 11
  – Crit path DAT: 3.44 ns
  – Worst path slowest cell: dfrtp_1
  – Critical Path Start Type: flop
  – WP buf/inv: 2
  – Top delay family on crit path: flip-flops

Routing
  – Pre-antenna DRT Iters: 8
  – Via density: 6.59
  – Via count: 99000
  – Total Wirelength: 564000 um
  – Routed len/inst: 37.5 um
  – Detail Route Antenna Nets: 0
  – DRC marker count from the first detailed-route iteration: 8024
  – DRC: 0

Synth
  – Cells in synth_stat.txt: 10000
  – Mapped Area: 0.160 sq mm
  – Yosys Chip Area: 0.160 sq mm
  – Async set-reset flop share out of synthesis: 0.542%
  – YS warnings: 2
  – Top_reg_cell synth: edfxtp_1
  – Cell Type Count: 81
  – EDFF count, synth: 4224
  – Syn Area/Cell: 16.0 sq um
  – Synth Instances: 10000
  – Seq/Total Area, Yosys: 79.5%
  – Post-synth regs: 4247

Placement
  – HPWL Detailed: 319000 um
  – Routability cong.: 0.987
  – Post-Place Cell Area: 0.169 sq mm
  – IO buf count: 71

Finish
  – Most frequent logic cell in the layout: edfxtp_1
  – Most numerous logic cells after layout: edfxtp_1, o21ai_0, nand2_1, a22oi_1, buf_4
  – Fill count: 23200
  – Area Growth Syn to Fin: 14.1%
  – Final non-filler cell area: 0.183 sq mm
  – Share of cells above drive strength 1: 13.1%

Floorplan
  – Ports: 72
  – Core Area: 0.319 sq mm
  – Die Wd: 568 um
  – Row cnt: 207
  – Die height: 568 um
  – Floorplan Utilization: 50.3%
  – Chip area: 0.323 sq mm

Run status
  – Status: finished clean

Flow run
  – Max-Cap Viols: 0
  – Tool warnings: 26

Worst hold path
  – Min-Delay Endpoint: mem_we
  – Hold_sp: mem_we_d
  – Hold Crit Depth: 0
  – HP Class: reg2reg
==> power by group through the flow <==
| stage | Sequential (mW) | Clock (mW) | Combinational [mW] |
|---|---|---|---|
| 6_report | 9.28 | 6.79 | 5.35 |
| 5_1_grt | 9.29 | 7.13 | 5.52 |
| 4_1_cts | 9.25 | 6.84 | 5.20 |
==> worst max-delay path by stage <==
stage | startpoint | endpoint | slack (ns) | cells past startpoint
final | wptr[0] | in_ack | 14.64 | 4
after CTS | wptr[0] | in_ack | 14.78 | 4
after global routing | wptr[0] | in_ack | 14.65 | 4
==> area by class of cell <==
class | count | area [sq um] | share of cell area (%)
clock inverters | 261 | 2100 | 1.15
clock buffers | 525 | 11300 | 6.16
repair buffers | 647 | 5390 | 2.95
multi-input cells | 5095 | 31400 | 17.1
diodes | 76 | 190 | 0.104
well taps | 4180 | 5230 | 2.86
inverters | 3 | 11.3 | 0.00615
flip-flops and latches | 4247 | 127000 | 69.6
==> logic make-up after synthesis <==
logic type | Yosys count | share of synthesized area (%)
AND-OR/OR-AND | 2862 | 12.0
XOR/XNOR | 14 | 0.0765
adder cells (fa/ha/maj) | 2 | 0.0156
buffers and inverters | 669 | 1.88
flip-flops | 4247 | 79.5
multiplexers | 37 | 0.257
AND/OR/NAND/NOR | 2180 | 6.33
==> synth_stat cells (17+ instances only) <==
| cell | instances | area (sq um) |
|---|---|---|
| buf_2 | 252 | 1260 |
| o21a_1 | 91 | 683 |
| clkbuf_1 | 311 | 1170 |
| or4_1 | 22 | 165 |
| nor2_1 | 206 | 773 |
| a22o_1 | 184 | 1610 |
| a221oi_1 | 157 | 1380 |
| nor3_1 | 25 | 125 |
| a2111oi_0 | 24 | 210 |
| mux2_2 | 33 | 372 |
| buf_4 | 34 | 255 |
| a31oi_1 | 129 | 807 |
| nand3_1 | 377 | 1890 |
| a21oi_1 | 127 | 636 |
| a222oi_1 | 89 | 891 |
| edfxtp_1 | 4224 | 127000 |
| nand2_1 | 1061 | 3980 |
| dfrtp_1 | 23 | 576 |
| and3_1 | 160 | 1000 |
| o21ai_0 | 1067 | 5340 |
| nand4_1 | 232 | 1450 |
| a41oi_1 | 17 | 149 |
| o31ai_1 | 31 | 233 |
| a22oi_1 | 835 | 6270 |
| buf_1 | 61 | 229 |
==> worst register-to-register path: stages, from the launching register on <==
cell	delay [ns]
dfrtp_1	0.84
nand3b_2	0.54
nor2_4	0.21
buf_4	0.50
buf_4	0.58
buf_4	0.67
buf_4	0.59
a22o_1	0.25
a221oi_1	0.05
and3_1	0.29
o21ai_0	0.79
or4_1	0.22
==> routing by layer <==
| metal | share of wire, % | vias up | track usage [%] |
|---|---|---|---|
| li1 | - | 41200 | - |
| met1 | 27 | 47800 | 41.3 |
| met2 | 44 | 8296 | 52.9 |
| met3 | 19 | 1611 | 32.8 |
| met4 | 8.1 | 87 | 23.5 |
| met5 | 0.73 | - | 9.68 |
==> flip-flops by register name, indices dropped and copies added, names as in the netlist <==
register       cells
wptr               2
mem_in            32
mem_rd_d           1
out_vld            1
u_apram0.mem    2048
rptr               2
out_req            1
mem_we_d           1
out_data          32
u_apram0.dout     32
waddr              6
u_apram1.dout     32
mem_we             1
out_busy           1
rcnt               6
u_apram1.mem    2048
in_busy            1
==> per-stage QoR <==
stage                     instances  setup slack [ns]  power, mW  hold slack [ns]  util (%)
after detailed placement      14200             15.80       14.6            0.335      53.2
after global placement        14200             15.81       14.5            0.344      53.2
after CTS                     15000             14.78       21.3            0.358      57.4
after floorplan               10000             17.22       11.8            0.331         -
after global routing          15000             14.65       21.9            0.381      57.4
final                         15000             14.64       21.4            0.360      57.4
No activity file was given, so power comes from the tool's default toggle rates.
